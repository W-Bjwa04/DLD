==> design.v <==
`timescale 1ns / 1ps
module moore_1001(
    input reset,
    input clk,
    input x,
    output reg  y
    );
    parameter A=3'd0, B=3'd1, C=3'd2, D=3'd3, E=3'd4;
    reg [2:0] current_State, next_State;
    always @(posedge clk)
        begin
                if(reset)
                    current_State <=A;
                    else
                   current_State <=next_State;
        end
        always @(*)
            begin
             next_State= current_State;
             y=1'b0;
             case (current_State)
               A: begin
                    if(x==1'b1) next_State=B;
                end
               B: begin
                   if(x==1'b0) next_State=C;
                     end
          C: begin 
           if(x==1'b0) next_State=D;
            else 
            next_State= B;
            end
             D: begin 
                      if(x==1'b0) next_State=A;
                       else 
                       next_State= E;
                       end
              E:         
              begin 
              y=1'b1;
                  if(x==1'b0) next_State=C;
                         else 
                      next_State= B;
                end
                default: begin next_State=A; 
                y=1'b0; end
                endcase
        end
endmodule
==> run.sh <==
#!/bin/bash
# OpenROAD 26Q1-2900-gdf79404cd8, Yosys 0.63+post, stock flow scripts
make -C /OpenROAD-flow-scripts/flow DESIGN_CONFIG=/design/flow/config.mk WORK_HOME=/design/flow/orfs finish
==> config.mk <==
export PLATFORM = sky130hd
export DESIGN_NAME = moore_1001
export DESIGN_NICKNAME = moore_1001
export VERILOG_FILES = /design/flow/design.v
export SDC_FILE = /design/flow/constraint.sdc
export NUM_CORES = 4
export LEC_CHECK = 1
export CORE_AREA = 10 10 70 70
export DIE_AREA = 0 0 80 80
==> constraint.sdc <==
current_design moore_1001

set clk_period 1.0
set clk_io_pct 0.2

create_clock -name clk0 -period $clk_period [get_ports {clk}]

set non_clock_inputs [all_inputs -no_clocks]
set_input_delay [expr $clk_period * $clk_io_pct] -clock clk0 $non_clock_inputs
set_output_delay [expr $clk_period * $clk_io_pct] -clock clk0 [all_outputs]
==> impl_metrics.csv <==
group,metric,value,unit
final_timing,whs,489,ps
setup_path,r2r_slack,110,ps
die,die_width,80,um
die,rows,21,
final_layout,fin_util,0.0817,
final_layout,top_register,"current_State",
pwr,combPwrFrac,0.050,
setup_path,critPathBufInv,1,
global_route,gr-usage-all-layers,0.0116,
die,dieArea,6400,um2
detailed_routing,viasPerCell,1.79,
yosys,top_area_cell,"dfxtp_1",
setup_path,cp_max_fo,2,
yosys,yosys-stat-area,156,um2
global_route,gr-total-overflow,0,
setup_path,critPathKind,"flop to output pin",
cts,postCtsSetupRepairBufs,0,
setup_path,r2r_start,"current_State[1]",
cts,ctsResizeCount,3,
setup_path,arrival,750,ps
placement,hpwl,249,um
yosys,postSynthAreaPerCell,12.0,um2
cts,cts_tree,"yes",
yosys,ys_types,7,
yosys,synth.area.top_cells,"dfxtp_1 64%, nor3b_1 9.6%, nor4_2 8.0%, and3b_1 5.6%, nor2_1 4.8%",
detailed_routing,drtIter0Drc,2,
pwr,p_sw_frac,0.199,
pwr,ir_drop,1100,uV
cts,cts_root_buf,"clkbuf_4",
final_timing,setup_viol,0,
detailed_routing,vias,120,
detailed_routing,routed_wl,339,um
final_timing,period_used_share,0.946,
outcome,status,"completed",
final_timing,drv_slew,0,
yosys,synthDominantCellAreaShare,0.640,
setup_path,r2r-end,"current_State[3]",
global_route,grt_pass1_wl,572,um
final_timing,tightest_slew,190,ps
setup_path,cp.required,800,ps
final_timing,slew_headroom,0.872,
pwr,power_density,1670,nW/um2
detailed_routing,wl_per_cell,5.06,um
setup_path,slowest_stage,"dfxtp_2",
cts,cts_buffer_depth,2,
pwr,power.total,465,uW
setup_path,crit_chain,"clkdlybuf4s15_1",
detailed_routing,drc,0,
yosys,synth.cell_area,156,um2
die,io_pins,4,
cts,h-tree-depth,1,
detailed_routing,firstDrtPassIters,2,
global_route,grt_pass1_vias,128,
die,core,3420,um2
final_layout,largest_register_ffs,5,
die,core_util_floorplan,0.0458,
yosys,syn_inst,13,
cts,numCtsBuffers,3,
global_route,grt_antenna_before_repair,0,
setup_path,ff2ff_path_depth,3,
setup_path,path_delay_family,"flip-flops",
cts,cts.clk_slew.worst_paths,40,ps
final_timing,hold_viol,0,
yosys,ys_seq_frac,0.640,
final_layout,top_regs,"current_State x5",
final_layout,fillers,410,
cts,clk_latency,240,ps
final_timing,max_freq,1060,MHz
detailed_routing,insertedDiodeCount,0,
yosys,ys_cells,13,
final_timing,fin_crit,946,ps
job,tool_warnings,25,
detailed_routing,ant_nets,0,
final_layout,logic_area,56.3,um2
cts,numClockSinks,5,
pwr,p_switching,92.6,uW
pwr,p_leak,0.0939,nW
yosys,yosysWarnings,1,
die,dieHeight,80,um
yosys,ys_ff,5,
setup_path,crit_path_start,"current_State[1]",
placement,place_area,251,um2
final_layout,area_growth_syn_to_layout,78.4,%
final_layout,drive_gt1_frac,0.286,
final_layout,final_area,279,um2
pwr,p_seq_frac,0.455,
final_layout,seqCellArea,101,um2
setup_path,endpoint_kind,"output pin",
placement,gp_congestion,0.637,
setup_path,cpPeakStageDelay,330,ps
job,max_cap_violations,0,
setup_path,cp-endpoint,"y",
setup_path,path_depth,1,
pwr,internal_power,372,uW
min_path,hp-class,"flop to flop",
pwr,p_clk_frac,0.495,
final_timing,rsz0062_at_grt,"false",
global_route,grt_max_degree,6,
placement,io_buffers,3,
cts,hold_buffers,0,
final_timing,finClkSkew,2.94,ps
setup_path,cp-start-kind,"flop",
-- cell type report --
type                    instances  share of cell area
multi-input cells               8               0.202
flip-flops and latches          5               0.363
well taps                      46               0.206
repair buffers                  4               0.135
clock buffers                   4              0.0942
-- layout by cell type (no fill, tap or decap), drive strengths merged --
cell type,Yosys,layout
clkdlybuf4s15,0,1
nor2,2,2
o21bai,1,1
dfxtp,5,5
clkbuf,0,4
nor3,1,1
and3b,1,1
nor4,1,1
buf,0,1
clkdlybuf4s50,0,2
nor3b,2,2
-- stage by stage --
step / cells / TNS, ps / setup WS (ps)
global placement: 63 / -45.2 / -27.5
finish: 67 / 0 / 53.8
CTS: 67 / 0 / 39.5
floorplan: 13 / 0 / 277
detailed placement: 63 / -105 / -50.5
global route: 67 / 0 / 8.41
-- Yosys cell counts --
master    instances
o21bai_1          1
nor3_1            1
nor2_1            2
dfxtp_1           5
and3b_1           1
nor4_2            1
nor3b_1           2
-- power by group through the flow --
stage	registers [mW]	logic (mW)	clock network, mW
4_1_cts	0.212	0.0234	0.237
5_1_grt	0.212	0.0261	0.271
6_report	0.212	0.0232	0.230
-- cells by family after synthesis --
kind of cell | after synthesis | synth area share
and+or+nand+nor | 7 | 0.312
AOI/OAI and AO/OA | 1 | 0.0480
DFF | 5 | 0.640
-- worst min-delay path by stage --
stage | from | endpoint | cells after the start
CTS | current_State[4] | current_State[1] | 1
global route | current_State[4] | current_State[1] | 1
finish | current_State[3] | current_State[2] | 2
-- metal layers --
layer / global-route usage / vias to the layer above / part of all wire
met1: 0.0160 / 50 / 0.57
li1: - / 63 / -
met2: 0.0104 / 7 / 0.29
met3: 0.0125 / 0 / 0.15
met4: 0.00352 / 0 / 0
met5: 0 / - / 0
No activity file was given, so power comes from the tool's default toggle rates.
