==> flow/design.v <==
`timescale 1ns / 1ps
module counter(
    input clk,
	 input en,
	 input reset,
	 output reg [3:0]counter_out
    );
	 reg clr;
	 reg counter_clr;
always@(posedge clk)
	if (clr)
		counter_out <=0;
	else if (en)
		counter_out <= counter_out+1;
always @(*) clr = reset | counter_clr;
always @(*) counter_clr = (counter_out==9);
endmodule
==> flow/run.sh <==
#!/bin/bash
# OpenROAD 26Q1-2900-gdf79404cd8, Yosys 0.63+post, stock flow scripts
make -C /OpenROAD-flow-scripts/flow DESIGN_CONFIG=/design/flow/config.mk WORK_HOME=/design/flow/orfs finish
==> flow/config.mk <==
export PLATFORM = sky130hd
export DESIGN_NAME = counter
export DESIGN_NICKNAME = counter
export VERILOG_FILES = /design/flow/design.v
export SDC_FILE = /design/flow/constraint.sdc
export NUM_CORES = 4
export LEC_CHECK = 1
export CORE_AREA = 10 10 70 70
export DIE_AREA = 0 0 80 80
==> flow/constraint.sdc <==
current_design counter

set clk_period 1.4
set clk_io_pct 0.2

create_clock -name clk0 -period $clk_period [get_ports {clk}]

set non_clock_inputs [all_inputs -no_clocks]
set_input_delay [expr $clk_period * $clk_io_pct] -clock clk0 $non_clock_inputs
set_output_delay [expr $clk_period * $clk_io_pct] -clock clk0 [all_outputs]
==> flow_summary.yaml <==
# physical design summary
critical_path:
  crit_chain: "clkdlybuf4s50_1"
  crit_path_end_kind: "output pin"
  cp.required_ps: 1120
  crit_path_start_kind: "flip-flop"
  regToRegSetupSlack_ps: 250
  cp_max_fo: 4
  critPathBufInv: 1
  cp_top_family: "buffers and inverters"
  arrival_ps: 1080
  cp_slowest_cell: "clkdlybuf4s50_1"
  max_stage_delay_ps: 480
  crit_type: "reg -> out"
clock_tree:
  clock_latency_ps: 240
  postCtsSetupBuffers: 0
  clock_path_buffers: 2
  numCtsBuffers: 3
  clkTransAtPathRegs_ps: 40
  postCtsResizedCells: 2
  tritoncts: "built"
  cts_hold_buf: 0
  htree_levels: 1
  clock-sinks: 4
  root_buffer: "clkbuf_4"
logic_synthesis:
  ys_cells: 21
  netlist_instances: 21
  ys_ff: 4
  postSynthSeqShare_pct: 41.3
  syn_area_um2: 194
  syn-mean-instance-area_um2: 9.24
  yosys_warnings: 1
  yosysChipArea_um2: 194
  synth_cell_types: 13
final_layout:
  reg_top3: "counter_out: 4 flops"
  largest_reg_flops: 4
  stdcell_area_um2: 350
  area_delta_synth_final_pct: 80.6
  lay_top_count: "clkdlybuf4s50_1"
  lay_top_cells: "6 x clkdlybuf4s50_1, 3 x nor2_1, 3 x clkbuf_4"
  final_layout_size_suffix_gt1_share_pct: 29.0
  top_register: "counter_out"
sta:
  hold_violations: 0
  clock_skew_ps: 5.53
  fin_crit_sh_pct: 97.0
  totalNegativeSetupSlack_ps: 0
  clock.fmax_mhz: 736
  maxSlewHeadroom_pct: 89.2
  setup_violations: 0
  rsz0062_at_grt: "no"
  worstMarginPinSlew_ps: 161
  fin_crit_ps: 1360
  drv_slew: 0
route:
  ant_nets: 0
  wl_um: 531
  via_count: 179
  drtPass1Iterations: 2
  drtIter0Drc: 8
  vias_per_cell: 2.32
  drc_errors: 0
  diodes: 0
  wl_per_cell_um: 6.90
placed_design:
  place_congestion: 0.766
  port-buffer-count: 6
  post_dp_cell_area_um2: 319
  dpl.hpwl_um: 424
floorplan:
  die_x_um: 80
  chipHeight_um: 80
  chipArea_um2: 6400
  core-area_um2: 3420
  fp_util_pct: 5.68
  ios: 7
  fp-row-count: 21
global_routing:
  overflow: 0
  grt_pass1_wl_um: 910
  grt_max_degree: 6
  grt_pass1_vias: 219
  grt.total_usage_pct: 1.83
  antenna_found_initial: 0
run:
  max_cap_viol_count: 0
  warning_count: 26
min_path:
  hold_path_class: "reg -> reg"
run_status:
  status: "completed"
pwr:
  p_leak_nw: 0.114
  power.density_nw_per_um2: 915
  max-vdd-ir-drop_v: 0.000168
[cell type report]
type	instances	area, um^2
Multi-Input combinational cell	15	106
Clock buffer	3	22.5
Timing Repair Buffer	7	67.6
Fill cell	400	3070
Inverter	2	7.51
Sequential cell	4	88.8
Tap cell	46	57.6
[kinds of logic (layout without fill, tap and decap cells)]
family | Yosys count | after routing | synth area share, %
compound gates | 3 | 3 | 12.9
fa+ha+maj | 2 | 2 | 12.9
xor+xnor | 2 | 2 | 9.03
flops | 4 | 4 | 41.3
buf+inv | 2 | 12 | 3.87
simple gates | 8 | 8 | 20.0
[worst min-delay path, cell delays in order (launching register included)]
cell     delay, ps
dfxtp_1        320
nand3_1         90
a21oi_2         50
[per-stage QoR]
stage	utilization [%]	std cells	total power [mW]	setup slack [ps]	hold slack, ps
2_1_floorplan	-	21	0.148	321	342
3_3_place_gp	9.34	74	0.173	67.2	490
3_5_place_dp	9.34	74	0.178	49.5	502
4_1_cts	10.1	77	0.328	23.7	506
5_1_grt	10.3	77	0.347	3.95	523
6_report	10.3	77	0.320	41.7	508
[cells in the mapped netlist]
| library cell | n | area share [%] |
|---|---|---|
| dfxtp_1 | 4 | 41 |
| nor2_1 | 3 | 5.8 |
| ha_1 | 2 | 13 |
| inv_1 | 2 | 3.9 |
| xnor2_1 | 2 | 9.0 |
| a211oi_1 | 1 | 3.9 |
| a21oi_2 | 1 | 4.5 |
| a31o_2 | 1 | 4.5 |
| nand2_1 | 1 | 1.9 |
| nand2b_1 | 1 | 3.2 |
| nand3_1 | 1 | 2.6 |
| nand4_1 | 1 | 3.2 |
| or2_0 | 1 | 3.2 |
[power breakdown]
group | internal, mW | switching (mW)
logic | 0.0291 | 0.0163
registers | 0.122 | 0.00940
clock network | 0.0959 | 0.0477
[worst paths after layout]
kind,start,to,cells past startpoint
worst max-delay path,counter_out[3],counter_out[3],1
worst min register to register,counter_out[3],counter_out[3],2
worst max register to register,counter_out[1],counter_out[1],4
worst min-delay path,counter_out[3],counter_out[3],2
[per-layer routing]
layer / global-route usage, % / wire, um
met1: 1.86 / 244
met2: 2.57 / 182
met3: 1.93 / 104
met4: 0.352 / 0
met5: 0 / 0
Power and IR drop assume default switching activity.
